### flow/design.v
`timescale 1ns / 1ps
module ALU32Bit(ALUControl, A, B, ALUResult, Zero);
	input [3:0] ALUControl;  
	input [31:0] A, B;	     
	output reg [31:0] ALUResult;     
	output Zero;                 
    wire [31:0] sub_result;
    assign sub_result = A - B;
    wire [31:0] right_shifter_out;
    assign right_shifter_out = A >> B[10:6];
    wire [31:0] left_shifter_out;
    assign left_shifter_out = A << B[10:6];
    wire aIsNeg;
    assign aIsNeg = A > 32'h7fff_ffff;
    always @(*) begin
        case (ALUControl)
            0: begin
                ALUResult <= A + B;
            end
            1: begin
                ALUResult <= sub_result;
            end
            2: begin
                ALUResult <= A & B;
            end
            3: begin
                ALUResult <= A | B;
            end
            4: begin
                ALUResult <= A * B;
            end
            5: begin
                ALUResult <= ~(A | B);
            end
            6: begin
                ALUResult <= A ^ B;
            end
            7: begin
                ALUResult <= right_shifter_out;
            end
            8: begin
                ALUResult <= left_shifter_out;
            end
            9: begin  
                ALUResult <= {31'b0, sub_result[31]};
            end
            10: begin  
                ALUResult <= aIsNeg;
            end
            11: begin  
                ALUResult <= A == B;
            end
            12: begin  
                ALUResult <= aIsNeg | (A == 32'b0);
            end
            13: begin  
                ALUResult <= (aIsNeg == 32'b0) & ((A == 32'b0) ^ 32'b1);
            end
            14: begin  
                ALUResult <= (aIsNeg == 32'b0);
            end
            15: begin   
                ALUResult <= 0;
            end
            default: begin
                ALUResult <= 32'bX;
            end
        endcase
    end
    assign Zero = (ALUResult == 32'b0);
endmodule
### flow/run.sh
#!/bin/bash
# OpenROAD 26Q1-2900-gdf79404cd8, Yosys 0.63+post, stock flow scripts
make -C /OpenROAD-flow-scripts/flow DESIGN_CONFIG=/design/flow/config.mk WORK_HOME=/design/flow/orfs finish
### flow/config.mk
export PLATFORM = sky130hd
export DESIGN_NAME = ALU32Bit
export DESIGN_NICKNAME = ALU32Bit
export VERILOG_FILES = /design/flow/design.v
export SDC_FILE = /design/flow/constraint.sdc
export NUM_CORES = 4
export LEC_CHECK = 1
export CORE_UTILIZATION = 40
### flow/constraint.sdc
current_design ALU32Bit

set clk_period 14.8
set clk_io_pct 0.2

create_clock -name clk0 -period $clk_period

set non_clock_inputs [all_inputs -no_clocks]
set_input_delay [expr $clk_period * $clk_io_pct] -clock clk0 $non_clock_inputs
set_output_delay [expr $clk_period * $clk_io_pct] -clock clk0 [all_outputs]
==> results.json <==
{
  "outcome": "finished clean",
  "first_global_vias": 25700,
  "grt_setup_unrepaired": "no",
  "fp.dieW_um": 252,
  "ys_seq_share_pct": 0,
  "crit_slowest_cell": "or4b_2",
  "coreArea_um2": 61600,
  "syn-instance-count": 3216,
  "synth_area_um2": 24900,
  "synth.yosys.chip_area_um2": 24900,
  "period_used_pct": 98.2,
  "dp_hpwl_um": 110000,
  "register_area_um2": 0,
  "internal_power_uw": 6290,
  "final.min_clock_period_ns": 14.54,
  "drc": 0,
  "worst_ir_drop_vdd_v": 0.000871,
  "routed_wire_length_per_instance_um": 30.7,
  "final_cell_count_no_fill": 4272,
  "drtAntennaViolNets": 0,
  "dieArea_um2": 63300,
  "drt_first_iter_violations": 2204,
  "n_clock_buffer": 0,
  "global_route.usage.total_pct": 44.0,
  "yosysTopAreaCell": "fa_1",
  "critical_path.startpoint_type": "input pin",
  "design.portCount": 101,
  "worst_path_largest_cell_delay_ns": 0.67,
  "remaining_global_route_overflow": 0,
  "mapped_avg_cell_area_um2": 7.75,
  "worstMarginPinSlew_ns": 0.919,
  "post-synth-top-area-fraction_pct": 32.9,
  "worst_ep_required_time_ns": 11.84,
  "area_delta_synth_final_pct": 15.4,
  "detail_routed_via_count_per_cell": 5.98,
  "via_count": 25600,
  "power-per-cell-area_nw_per_um2": 483,
  "timing.hold.ws_ns": 7.32,
  "max_slew_violations": 0,
  "nFlopsAndLatches": 0,
  "sw_frac_of_total_pct": 54.8,
  "io_buffers": 101,
  "synth-cells-yosys": 3216,
  "path_class": "input pin to primary output",
  "synth_cell_types": 92,
  "maxClockFrequency_ghz": 0.0688,
  "most_numerous_logic_cells_after_layout": "442 x inv_1, 439 x nor2_1, 408 x fa_1",
  "die_h_um": 252,
  "total_leakage_power_uw": 0.0135,
  "grt_antenna_before_repair": 10,
  "dr.pass1.iters": 8,
  "critPathMostFrequentCell": "fa_1",
  "stage_log_warnings": 95,
  "row_cnt": 91,
  "switching_pwr_uw": 7620,
  "normalized_max_slew_margin_pct": 37.9,
  "detail_route.wirelength_um": 131000,
  "fp_util_pct": 40.5,
  "setup.worst_path.end_class": "primary output",
  "largest_net_degree_at_the_start_of_global_routing": 54,
  "class_of_the_tightest_hold_or_removal_check": "input pin to primary output",
  "topCellsByArea": "fa_1 33%, ha_1 11%, inv_1 6.8%, nor2_1 6.8%, nand2_1 5.7%",
  "gp_routability_congestion": 1.06,
  "max-cap-violations": 0,
  "yosysWarnings": 1,
  "crit_path_max_fanout": 4,
  "timing.critical_path.arrival_ns": 11.58,
  "grt_first_pass_wirelength_um": 187000,
  "final_layout_size_suffix_gt1_share_pct": 13.1,
  "mostFrequentLayoutCell": "inv_1",
  "setup_viol": 0,
  "report.final.hold_viol_count": 0,
  "dpl.cell_count": 4261
}
-- power by group through the flow --
stage,Combinational (uW),Sequential [uW],Clock [uW]
after CTS,13600,0,0
after global routing,14900,0,0.0000182
-- what timing repair did --
item,CTS,global route
gates resized,31,38
buffers inserted,1,0
pin swaps,9,18
hold buffers,0,0
setup endpoints to repair,1,2
-- cell families after synthesis --
| family | after synthesis | share of synthesized area, % |
|---|---|---|
| AND-OR/OR-AND | 584 | 16.2 |
| multiplexers | 103 | 6.11 |
| buffers and inverters | 685 | 10.7 |
| adder cells (fa/ha/maj) | 628 | 43.9 |
| AND/OR/NAND/NOR | 1122 | 19.9 |
| XOR/XNOR | 94 | 3.30 |
-- stage by stage --
step | utilization (%) | TNS [ns] | total power (uW) | cell area, um^2 | worst slack (ns)
after floorplan | - | 0 | 6900 | 24900 | 0.129
after global placement | 46.3 | -0.288 | 13200 | 28500 | -0.288
after detailed placement | 46.3 | -0.487 | 13100 | 28500 | -0.487
after CTS | 46.5 | 0 | 13600 | 28600 | 0.0527
after global routing | 46.7 | 0 | 14900 | 28700 | 0.00819
final | 46.7 | 0 | 13900 | 28800 | 0.259
-- synthesized netlist by cell type, types with 12 or more instances --
master    count
inv_1       451
nor2_1      449
fa_1        410
nand2_1     379
ha_1        218
clkbuf_1    146
a21oi_1     127
o21ai_0     105
xnor2_1      71
nor3_1       59
mux2i_1      51
nand3_1      40
a211oi_1     36
nor2b_1      35
mux4_2       34
o211ai_1     31
buf_2        29
buf_1        27
o21a_1       26
a221oi_1     24
nand2b_1     23
nor4_1       23
xor2_1       23
a22oi_1      20
a31oi_1      20
o22ai_1      20
a21o_1       18
and2_1       17
nand4_1      16
or3_1        14
clkinv_1     13
a22o_1       12
mux2_2       12
o221ai_1     12
-- critical path, delay by kind of cell --
kind                     cells  cell delay (ns)
AND-OR/OR-AND                6             1.57
XOR/XNOR                     1             0.22
adder cells (fa/ha/maj)      9             4.27
buffers and inverters       10             1.28
AND/OR/NAND/NOR              5             1.26
-- metal layers --
metal	track usage [%]	share of wire (%)	vias to the layer above	routed length (um)
li1	-	-	11100	-
met1	60.2	39	12700	51500
met2	62.7	43	1474	56500
met3	15.3	11	341	14500
met4	22.9	6.4	4	8430
met5	2.39	0.17	-	218
-- layout make-up --
type,instances,area [um^2]
timing repair buffer,421,3460
multi-input combinational,2531,22400
inverter,473,1790
fill,6213,32800
tap,837,1050
antenna,10,25.0
-- path summary, 6_finish.rpt --
| check | startpoint | end | slack [ns] | depth (start not counted) |
|---|---|---|---|---|
| setup / recovery | A[14] | Zero | 0.26 | 31 |
| hold / removal | B[8] | ALUResult[10] | 7.32 | 7 |
Power and IR drop assume default switching activity.
