File: flow/config.mk
export PLATFORM = sky130hd
export DESIGN_NAME = MEM_WB_Register
export DESIGN_NICKNAME = MEM_WB_Register
export VERILOG_FILES = /design/flow/design.v
export SDC_FILE = /design/flow/constraint.sdc
export NUM_CORES = 4
export LEC_CHECK = 1
export CORE_UTILIZATION = 40
File: flow/constraint.sdc
current_design MEM_WB_Register

set clk_period 1.0
set clk_io_pct 0.2

create_clock -name clk0 -period $clk_period [get_ports {Clk}]

set non_clock_inputs [all_inputs -no_clocks]
set_input_delay [expr $clk_period * $clk_io_pct] -clock clk0 $non_clock_inputs
set_output_delay [expr $clk_period * $clk_io_pct] -clock clk0 [all_outputs]
File: flow/design.v
`timescale 1ns / 1ps
module MEM_WB_Register(Clk, Rst,
                       regWrite_in, regWrite_out,
                       memToReg_in, memToReg_out,
                       readData_in, readData_out,
                       ALUResult_in, ALUResult_out,
                       regDstMux_in, regDstMux_out,
                       myPC_in, myPC_out);
    input Clk, Rst;
    input regWrite_in; output reg regWrite_out;
    input memToReg_in; output reg memToReg_out;
    input [31:0] readData_in; output reg [31:0] readData_out;
    input [31:0] ALUResult_in; output reg [31:0] ALUResult_out;
    input [4:0] regDstMux_in; output reg [4:0] regDstMux_out;
    input [31:0] myPC_in; output reg [31:0] myPC_out;
    always @(posedge Clk or posedge Rst)begin
        if (Rst) begin
            regWrite_out <= 0;
            memToReg_out <= 0;
            readData_out <= 0;
            ALUResult_out <= 0;
            regDstMux_out <= 0;
            myPC_out <= 32'bx;
        end else begin
            regWrite_out <= regWrite_in;
            memToReg_out <= memToReg_in;
            readData_out <= readData_in;
            ALUResult_out <= ALUResult_in;
            regDstMux_out <= regDstMux_in;
            myPC_out <= myPC_in;
        end
    end
endmodule
File: flow/run.sh
#!/bin/bash
# OpenROAD 26Q1-2900-gdf79404cd8, Yosys 0.63+post, stock flow scripts
make -C /OpenROAD-flow-scripts/flow DESIGN_CONFIG=/design/flow/config.mk WORK_HOME=/design/flow/orfs finish
==> run notes <==
Figures from the flow reports.

Logic synthesis:
- The run puts the number of standard cells reported by yosys at 104.
- For this run, the chip area from Yosys synthesis comes to 2580 µm².
- The run puts the area share of the largest cell type after synthesis at 99.9%.
- The run gives the main combinational cell family by area after synthesis as buffers and inverters.
- Sorting the Yosys area breakdown by cell type puts at the top dfrtp_1.
- The run puts the netlist area before placement at 2580 µm².
- The run puts the compound-gate portion of the synthesized area at 0%.
- Per the synthesis report, the simple-gate share of the synthesized area is 0%.
- The run gives the xor-xnor portion of the synthesized cell area as 0%.
- The main area contributors are dfrtp_1, inv_1.
- The run puts the number of warnings reported in the yosys synthesis log at 1.
- The share of the Yosys chip area taken by registers is 99.9%.
- The run gives the flip-flop and latch count after synthesis as 103.
- The run puts the count of mapped cells out of synthesis at about 100.
- The run gives the post-synthesis mux area share as 0%.
- The run puts the fraction of the mapped netlist area in adder cells at 0%.
- The run puts the average footprint of a synthesized cell at 24.8 µm².
- The synthesized netlist contains 2 unique library cells.

Finish:
- The run gives the area of all sequential standard cells as 2580 µm².
- Leaving out fill and tap cells, the most frequent cells in the layout are clkdlybuf4s50_1, dfrtp_1, buf_2, clkbuf_8, buf_12.
- In the final layout, the fill cell count is 407.
- The run puts the layout overhead on the synthesized area at 74.7%.
- The library cell used most frequently in the layout, excluding fill and tap cells, is clkdlybuf4s50_1.
- The run puts the share of final-layout standard cells stronger than drive strength 1 at 37.3%.
- The run gives the multi-input combinational cell count as 0.
- The run puts the total area of multi-input combinational cells at 0 µm².
- Once layout is complete, the utilization of the core stands at 74.4%.

Clocking:
- CTS built an H-tree with a depth of 3.
- The run gives the total clock buffers created by CTS as 9.
- TritonCTS built the clock tree.
- Looking at the clock tree report, the maximum root-to-sink buffer count equals 2.
- The CTS log lists the clock sinks for this run as 103.
- Hold repair after CTS inserted 0 buffers.
- In this run the clock root is driven by a clkbuf_8.
- On the reported timing paths, the clock transition at the registers reads about 0.090 ns.

Worst setup path:
- The run puts the arrival time of the worst setup path at 0.92 ns.
- The worst setup path is launched from a register.
- Per the STA report, the cell with the highest stage delay on the worst path is dfrtp_1.
- STA classifies the critical path endpoint as a primary output.
- The run puts the worst-path maximum fanout at 1.
- The timing report attributes the biggest portion of critical-path delay to flip-flops.
- The run gives the stage delay of the slowest cell on the critical path as 0.42 ns.
- The run gives the classification of the worst setup path as register to primary output.
- The run puts the buffer and inverter count on the worst path at 1.
- For the worst setup path, the data required time is 0.80 ns.
- Listed in order, past its start point the critical path passes buf_2.

GRT:
- The run gives the sum of overflow across all layers after global routing as 0.
- The run puts the wire length of the first global-routing pass at 10.7 mm.
- The run puts the global router's overall resource usage at 24.9%.
- Entering global routing, the biggest net connects 34 pins.
- The run puts the number of global-route vias before repair at 1837.
- The run puts the number of antenna violations at the first check in global routing at 0.

Drt:
- The run gives the count of antenna-violating nets left after detailed routing as 0.
- The run gives the number of vias per cell as between 4 and 5.
- The run gives the routed wirelength normalized by instance count as 19.4 µm.
- The run gives the detailed-route wire length as around 7.8 mm.
- The first TritonRoute pass finished after 2 iterations.
- The run puts the number of vias after detailed routing at 1741.
- The run gives the DRC marker count from the first detailed-route iteration as 33.
- The run gives the DRC violation count after routing as 0.
- The repair_antennas step left the layout with diodes totalling 0.

Die:
- The initialized floorplan defines 28 standard-cell rows.
- The chip occupies 6780 µm².
- The share of the core area taken by cells at floorplan is 42.6%.
- The run gives the die boundary height as 82.3 µm.
- The run gives the number of primary I/O pins as 208.
- The region available for standard cell placement spans 6060 µm².
- Per the OpenROAD floorplan log, the width of the die is 82.3 µm.

Flow run:
- The stage logs contain a warning count of 29.
- The run puts the count of max-cap constraint violations at 0.

Timing:
- In the final timing run, aggregate negative setup slack is -3.02 ns.
- The run gives the headroom to the max-slew limit as between 80% and 90%.
- The run gives the final period demand of the worst path as 1.12 ns.
- The run puts the maximum clock frequency at 0.889 GHz.
- Setup repair after global routing could not meet its margin everywhere.
- The run puts the worst setup slack after layout at -0.124 ns.
- At the pin with the least slew margin, the transition time is roughly 0.19 ns.
- The run gives the final max-slew violation count as 0.
- The run puts the final count of hold timing violations at 0.
- The run puts the share of the cycle needed by the critical path after routing at 112%.
- The end-of-flow timing check tallies setup violations at about 100.

Placement:
- The run gives the half-perimeter wire length after placement as 5.60 mm.
- Routability-driven placement finished with a final weighted congestion of 0.761.
- The run puts the count of buffers inserted at the top-level ports at 207.
- The run puts the worst slack at placement at -0.0483 ns.

Outcome:
- The final reports fail on negative setup slack.
- The flow ran to the end, but the final reports show violations.

Power and ir drop:
- Total power normalized to cell area comes to 1690 nW/µm².
- The analysis reports a worst IR drop on VDD of 1.41 mV.
- The run puts the leakage dissipation at 2.15 nW.

Hold path:
- The path class of the tightest hold or removal check is input port to register.
[per-stage QoR]
| stage | total power [W] | hold WS [ns] | cells | instance area, µm² |
|---|---|---|---|---|
| after floorplan | 0.00451 | 0.231 | 104 | 2580 |
| after global placement | 0.00540 | 0.644 | 390 | 4830 |
| after detailed placement | 0.00543 | 0.648 | 390 | 4830 |
| after CTS | 0.00773 | 0.257 | 405 | 4510 |
| after global routing | 0.00795 | 0.245 | 405 | 4510 |
| final | 0.00764 | 0.276 | 405 | 4510 |
[layout make-up]
class / instances / area share [%]
sequential: 103 / 57.2
timing repair buffer: 211 / 36.3
clock inverter: 6 / 1.55
tap: 75 / 2.08
clock buffer: 9 / 2.75
inverter: 1 / 0.166
[sequential cells by signal (all words and copies together) (netlist names)]
signal,flops
ALUResult_out,32
myPC_out,32
readData_out,32
regDstMux_out,5
memToReg_out,1
regWrite_out,1
[final timing paths]
check / from / endpoint / slack [ns] / cells after the start
min: readData_in[11] / readData_out[11] / 0.28 / 1
max in group asynchronous: Rst / myPC_out[14] / 0.46 / 3
max: myPC_out[24] / myPC_out[24] / -0.12 / 1
min in group asynchronous: Rst / readData_out[3] / 0.33 / 3
[Yosys cell counts, drive strengths merged]
cell type	instances
dfrtp	103
inv	1
[per-layer routing]
metal	vias to the layer above	share of wire, %	global-route usage [%]
met3	6	16	14.6
met2	125	48	39.0
met5	-	0	0
met4	0	0.76	1.75
li1	760	-	-
met1	850	35	32.9
[cell families after synthesis]
family   Yosys count
buf+inv            1
flops            103
[power breakdown]
group	internal, W	switching [W]
logic	0.000516	0.000194
clock network	0.00117	0.00134
registers	0.00437	0.0000563
[repair_timing]
| action | in CTS | in global routing |
|---|---|---|
| setup endpoints to repair | 103 | 103 |
| resized | 322 | 0 |
| endpoints found under the hold margin | 0 | 0 |
| setup buffers | 0 | 0 |
Power is estimated from default activity; no workload was simulated.
