## flow/config.mk

```make
export PLATFORM = sky130hd
export DESIGN_NAME = RegisterFile
export DESIGN_NICKNAME = RegisterFile
export VERILOG_FILES = /design/flow/design.v
export SDC_FILE = /design/flow/constraint.sdc
export NUM_CORES = 4
export LEC_CHECK = 1
export CORE_UTILIZATION = 50
```

## flow/design.v

```verilog
`timescale 1ns / 1ps
module RegisterFile(ReadRegister1, ReadRegister2, WriteRegister, WriteData, RegWrite, Clk, ReadData1, ReadData2, Rst);
    input [4:0] ReadRegister1;
    input [4:0] ReadRegister2;
    input [4:0] WriteRegister;
    input [31:0] WriteData;
    input RegWrite;
    input Clk, Rst;
    output reg [31:0] ReadData1;
    output reg [31:0] ReadData2;
    reg [31:0] registers [0:31];
    integer i;
    always @(posedge Clk or posedge Rst) begin
        if (Rst) begin
            for (i = 0; i < 32; i = i + 1) begin
                registers[i] <= 0;
            end
        end else if (RegWrite) begin
            registers[WriteRegister] <= WriteData;
        end
    end
    always @(negedge Clk) begin
        ReadData1 <= registers[ReadRegister1];
        ReadData2 <= registers[ReadRegister2];
    end
endmodule
```

## flow/constraint.sdc

```tcl
current_design RegisterFile

set clk_period 1.9
set clk_io_pct 0.2

create_clock -name clk0 -period $clk_period [get_ports {Clk}]

set non_clock_inputs [all_inputs -no_clocks]
set_input_delay [expr $clk_period * $clk_io_pct] -clock clk0 $non_clock_inputs
set_output_delay [expr $clk_period * $clk_io_pct] -clock clk0 [all_outputs]
```

## flow/run.sh

```bash
#!/bin/bash
# OpenROAD 26Q1-2900-gdf79404cd8, Yosys 0.63+post, stock flow scripts
make -C /OpenROAD-flow-scripts/flow DESIGN_CONFIG=/design/flow/config.mk WORK_HOME=/design/flow/orfs finish
```

==> run summary <==
fresh numbers from the pnr run: result of the run complete, but fails checks, violations in the final reports setup timing, share of cells above drive strength 1 52.2%, total number of warnings across the stage logs 93, sequential element share of the synthesized area 48.5%, synthesis area per yosys 55500 µm², number of buffers created by CTS 119, Primary FF master, synth sky130_fd_sc_hd__dfrtp_1, number of hold buffers added after cts 0, type of the most critical hold path in -> async, Remaining Overflow, GRT 0, yosys synthesis warning count 2, count of distinct cell types in the synthesized netlist 69, power density of the placed cells 915 nW/µm², GRT Total Usage 60.6%, aggregate routed wire length 326 mm, Synth-to-Final Area Change 45.6%, Final WS setup -1.02 ns, Remaining DRCs 0, Placed Area 71600 µm², average via count per standard cell 7.17, number of global-route vias before repair 56600, skew final 0.0384 ns, number of buffers between clock root and the deepest sink 3, peak supply drop 0.924 mV, synthesized netlist cell count 5043, worst r2r path cells 4, DPL Wire Length 219 mm, clock tree sinks 1088, clock transition time at the flip-flop clock pins of the worst setup and hold paths 0.06 ns, Setup crit end kind flop, largest fanout on the critical path 2, post-route standard cell area excluding fillers 80800 µm², total of endpoints with negative setup slack in the final report 128, placeable core area 109000 µm², required time of the critical path 1.56 ns, RSZ-0062 raised after global routing true, area of the die 112000 µm², Fillers 7241, transition at the pin with the smallest max-transition slack 0.869 ns, number of antenna-violating nets in the routed design 0, Latency at later pin 0.77 ns, vias after detailed routing 58200, worst relative slew slack 41.5%, overall die width 335 µm, post-synth tally of flip-flops with integrated enable 0, I/O pin count 114, largest net degree at the start of global routing 85, Floorplan Utilization 50.7%, global-route wire length before repair 445 mm, Placed Cells incl. Taps 7618, weighted congestion at the end of routability-driven global placement 1.12, Port-buffer cells 113, Chip Height 335 µm, H-tree Lvls 3, TritonCTS clock tree built, reported leakage power 37.0 nW, per-cell routed wire length 40.2 µm, average cell area after synthesis 11.0 µm², sort of element at the start of the critical path flop, post-route non-filler standard cell count 8117, number of placement rows 121, fraction of registers with async set/reset 94.1%, ys cells 5043, number of violations reported at the end of detailed-routing iteration 0 7225, max capacitance violation total 0, Fin. Hold Viols 0, router iterations before antenna repair 9, cell area after synthesis 55500 µm², initial antenna violation count 28, Slew Limit Fails 0, synthesized flop and latch total 1088, CTS Root Cell sky130_fd_sc_hd__clkbuf_16, Critical Setup Path Class reg -> reg, data arrival time at the worst-slack endpoint 2.58 ns, Layout Utilization 73.8%
worst paths after layout:
path	start	end	slack [ns]
worst min register to register	registers[8][11]$_DFFE_PP0P_	registers[8][11]$_DFFE_PP0P_	0.52
worst min-delay path	Rst	registers[31][23]$_DFFE_PP0P_	0.04
min in group clk0	WriteData[27]	registers[13][27]$_DFFE_PP0P_	0.45
worst max-delay path	registers[18][31]$_DFFE_PP0P_	ReadData1[31]$_DFF_N_	-1.02
max in group asynchronous	Rst	registers[31][9]$_DFFE_PP0P_	1.03
worst max register to register	registers[18][31]$_DFFE_PP0P_	ReadData1[31]$_DFF_N_	-1.02
Yosys cell counts (all sizes together) (4+ instances only):
cell type	count	area, µm²
o22ai	4	25.0
inv	9	33.8
o21ai	29	145
and4	18	158
nand3b	23	173
a22oi	279	2090
nor3	42	215
nand3	846	4230
clkbuf	365	1370
a222oi	14	140
or3b	8	70.1
a22o	39	342
o211ai	11	82.6
a32oi	15	131
and3b	13	114
a211oi	10	75.1
mux2	1043	11700
nand2b	16	100
or4	41	308
nand4	257	1610
dfxtp	64	1280
buf	180	832
a31oi	24	150
dfrtp	1024	25600
and2	9	56.3
a221oi	16	140
and3	181	1130
a2111oi	56	490
or2	5	31.3
nand2	52	195
or3	6	37.5
nor2	114	433
a32o	7	70.1
mux2i	42	420
a21oi	33	165
o32a	44	440
nor4	28	175
a221o	10	100
nor3b	20	155
nor2b	13	88.8
worst max-delay path, stage by stage, from the launching register on:
cell                      delay (ns)
sky130_fd_sc_hd__dfrtp_1        0.42
sky130_fd_sc_hd__and3_1         0.16
sky130_fd_sc_hd__or4_4          0.54
sky130_fd_sc_hd__or4_4          0.43
sky130_fd_sc_hd__o32a_1         0.29
layer usage:
layer	routed length [µm]	GRT usage [%]
met5	954	2.69
met4	34200	44.7
met3	63000	42.7
met2	122000	74.9
met1	106000	73.1
through the flow:
stage,TNS [ns],setup WS [ns],hold WS [ns],total power [mW]
final,-85.06,-1.02,0.0361,74.0
after global routing,-86.35,-1.03,0.0462,75.8
after CTS,-83.38,-1.05,0.0399,72.6
after detailed placement,-656.88,-2.01,0.505,46.8
after global placement,-651.23,-1.99,0.501,46.6
after floorplan,-,-12.59,0.485,37.2
registers in the layout, summed over array words and instances, names as in the netlist:
register   flops
ReadData2     32
ReadData1     32
registers   1024
cells in the final DEF, fill, tap and decap left out, drive strengths merged, types with 16 or more instances in the layout:
cell,instances
nor3b,20
buf,1769
nand2,52
clkdlybuf4s50,39
diode,32
a21oi,33
mux2i,42
nor2,114
a22oi,279
a22o,39
nor4,28
clkbuf,162
nor3,42
a221oi,16
o21ai,29
a2111oi,56
inv,80
or4,41
dfrtp,1024
nand4,257
mux2,1043
clkinv,33
a31oi,24
o32a,44
nand3b,23
nand3,846
and3,181
nand2b,16
dfxtp,64
and4,18
cell families after synthesis:
kind of cell | share of synthesized area, %
buffers and inverters | 4.03
AND/OR/NAND/NOR | 16.9
multiplexers | 21.9
flip-flops | 48.5
AND-OR/OR-AND | 8.67
report_power, final:
part | total, mW | internal [mW] | switching, mW
clock | 25.6 | 14.7 | 11.0
sequential | 31.5 | 27.8 | 3.69
combinational | 16.9 | 9.47 | 7.39
layout make-up:
type / instances / area [µm²] / share of cell area (%)
well taps: 1476 / 1850 / 2.29
clock buffers: 157 / 3410 / 4.22
flip-flops and latches: 1088 / 27000 / 33.4
multi-input cells: 3402 / 28700 / 35.6
diodes: 32 / 80.1 / 0.0991
inverters: 8 / 33.8 / 0.0418
repair buffers: 1820 / 18700 / 23.1
clock inverters: 134 / 1030 / 1.28
timing repair:
item / CTS / global route
setup buffers: 126 / 45
pin swaps: 207 / 166
cloned: 18 / 5
resized: 691 / 216
setup endpoints to repair: 128 / 197
No activity file was given, so power comes from the tool's default toggle rates.
