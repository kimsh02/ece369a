### /design/flow/design.v
`timescale 1ns / 1ps
module ID_EX_Register(Clk, Rst,
                      regDst_in, regDst_out,
                      aluSrc_in, aluSrc_out,
                      aluControl_in, aluControl_out,
                      memSize_in, memSize_out,
                      memRead_in, memRead_out,
                      memWrite_in, memWrite_out,
                      branch_in, branch_out,
                      regWrite_in, regWrite_out,
                      memToReg_in, memToReg_out,
                      pc_in, pc_out,
                      regRead1_in, regRead1_out,
                      regRead2_in, regRead2_out,
                      signExtend_in, signExtend_out,
                      instruction20_16_in, instruction20_16_out,
                      instruction15_11_in, instruction15_11_out,
                      myPC_in, myPC_out);
    input Clk, Rst;
    input regDst_in; output reg regDst_out;
    input aluSrc_in; output reg aluSrc_out;
    input [3:0] aluControl_in; output reg [3:0] aluControl_out;
    input [1:0] memSize_in; output reg [1:0] memSize_out;
    input memRead_in; output reg memRead_out;
    input memWrite_in; output reg memWrite_out;
    input branch_in; output reg branch_out;
    input regWrite_in; output reg regWrite_out;
    input memToReg_in; output reg memToReg_out;
    input [31:0] pc_in; output reg [31:0] pc_out;
    input [31:0] regRead1_in; output reg [31:0] regRead1_out;
    input [31:0] regRead2_in; output reg [31:0] regRead2_out;
    input [31:0] signExtend_in; output reg [31:0] signExtend_out;
    input [4:0] instruction20_16_in; output reg [4:0] instruction20_16_out;
    input [4:0] instruction15_11_in; output reg [4:0] instruction15_11_out;
    input [31:0] myPC_in; output reg [31:0] myPC_out;
    always @(posedge Clk or posedge Rst) begin
        if (Rst) begin
            regDst_out <= 0;
            aluSrc_out <= 0;
            aluControl_out <= 0;
            memSize_out <= 0;
            memRead_out <= 0;
            memWrite_out <= 0;
            branch_out <= 0;
            regWrite_out <= 0;
            memToReg_out <= 0;
            pc_out <= 0; 
            regRead1_out <= 0;
            regRead2_out <= 0;
            signExtend_out <= 0;
            instruction20_16_out <= 0;
            instruction15_11_out <= 0;
            myPC_out <= 32'bx;
        end else begin
            regDst_out <= regDst_in;
            aluSrc_out <= aluSrc_in;
            aluControl_out <= aluControl_in;
            memSize_out <= memSize_in;
            memRead_out <= memRead_in;
            memWrite_out <= memWrite_in;
            branch_out <= branch_in;
            regWrite_out <= regWrite_in;
            memToReg_out <= memToReg_in;
            pc_out <= pc_in; 
            regRead1_out <= regRead1_in;
            regRead2_out <= regRead2_in;
            signExtend_out <= signExtend_in;
            instruction20_16_out <= instruction20_16_in;
            instruction15_11_out <= instruction15_11_in;
            myPC_out <= myPC_in;
        end
    end
endmodule
### /design/flow/run.sh
#!/bin/bash
# OpenROAD 26Q1-2900-gdf79404cd8, Yosys 0.63+post, stock flow scripts
make -C /OpenROAD-flow-scripts/flow DESIGN_CONFIG=/design/flow/config.mk WORK_HOME=/design/flow/orfs finish
### /design/flow/config.mk
export PLATFORM = sky130hd
export DESIGN_NAME = ID_EX_Register
export DESIGN_NICKNAME = ID_EX_Register
export VERILOG_FILES = /design/flow/design.v
export SDC_FILE = /design/flow/constraint.sdc
export NUM_CORES = 4
export LEC_CHECK = 1
export CORE_AREA = 10 10 188 188
export DIE_AREA = 0 0 198 198
### /design/flow/constraint.sdc
current_design ID_EX_Register

set clk_period 1.0
set clk_io_pct 0.2

create_clock -name clk0 -period $clk_period [get_ports {Clk}]

set non_clock_inputs [all_inputs -no_clocks]
set_input_delay [expr $clk_period * $clk_io_pct] -clock clk0 $non_clock_inputs
set_output_delay [expr $clk_period * $clk_io_pct] -clock clk0 [all_outputs]
==> results.toml <==
# generated from flow reports
[setup_path]
worst-path-buf-inv = 1
critPathLaunchType = "register"
timing.critical_path.slowest_cell_delay_ns = 0.37
cpLargestDelayFamily = "flip-flops"
path_class = "register to output port"
crit_chain = "buf_2"
cp_data_arrival_time_ns = 0.93
worst_ep_required_time_ns = 0.80
slowest_cell_on_crit_path = "sky130_fd_sc_hd__dfrtp_1"
crit_path_end_kind = "output port"
critical_path_peak_fanout = 1

[global_routing]
gr-usage-met2_pct = 14.0
grt_antenna_before_repair = 0
global_route.overflow_total = 0
grt_pass1_wl_um = 24800
global_route.usage.met1_pct = 10.1
global_route.usage.met3_pct = 4.58
via_count_of_the_first_global_routing_pass = 3649
grt_start_max_net_pins = 18
most_used_routing_layer = "met2"
grt_usage_pct = 8.61

[timing]
setup-violations-final = 183
finalHoldWorstSlack_ns = 0.181
hold_viol_final = 0
final_max_slew_viol_count = 0
layout_setup_ws_ns = -0.128
achievable-frequency_ghz = 0.887
rsz0062_at_grt = "yes"
timing.max_slew.rel_slack_pct = 87.0
min_period_ns = 1.13
tns_ns = -18.43
worst_pin_slew_ns = 0.195
final_min_period_over_clock_period_pct = 113

[route]
detailed_route_wire_length_per_cell_um = 17.0
via_count = 3155
diodes = 0
ant_nets = 0
number_of_detailed_route_iterations_in_the_first_pass = 4
route.detailed.drc = 0
drt_first_iter_violations = 40
viasPerCell = 3.11
routed_wl_um = 17300

[placement]
postPlaceCellArea_mm2 = 0.00905
io_buffers = 367
post-dp-hpwl_um = 14600
detailedPlace.worstSlack_ns = -0.0242
dp.cells = 980
gpl.final_weighted_congestion = 0.864

[flow_run]
log.warning_count = 28
max_cap_viol_count = 0

[die]
fp-row-count = 65
floorplan.die.height_um = 198
top_level_ports = 368
die_area_mm2 = 0.0392
fp.coreArea_mm2 = 0.0314
die_w_um = 198
core_util_floorplan_pct = 14.6

[power]
p_total_mw = 16.4
powerDensity_mw_per_mm2 = 1870
power.static_leakage_nw = 4.05
power.ir.vdd_worst_mv = 1.26

[clock_tree]
cts_post_setup_buffers_inserted = 0
ctsLongestPathBuffers = 2
clock-root-buffer = "sky130_fd_sc_hd__clkbuf_16"
cts.sinks = 183
cts.clk_slew.worst_paths_ns = 0.07
cts_made_buffers = 17
cts_max_level = 4
tritoncts = "yes"

[synthesis]
synthDistinctLibCells = 2
synth-seq-cells = 183
yosys.stat.chipArea_mm2 = 0.00458
synth.yosys.warnings = 1
synth.cell_area_mm2 = 0.00458
synth_seq_share_pct = 99.9
postSynthCellCount = 184
average_cell_area_after_synthesis_um2 = 24.9
yosys-stat-cells = 184

[cells_and_area]
post_route_cells_drive_above_1_share_pct = 39.6
comb.multi_input.count = 0
synthToLayoutAreaGrowth_pct = 91.7
layout.core_utilization_pct = 28.0
mostFrequentLayoutCell = "sky130_fd_sc_hd__clkdlybuf4s50_1"
layout.cells.non_filler = 1013
top_layout_cells = "sky130_fd_sc_hd__clkdlybuf4s50_1, sky130_fd_sc_hd__dfrtp_1, sky130_fd_sc_hd__buf_2, sky130_fd_sc_hd__buf_4, sky130_fd_sc_hd__clkbuf_16"
combGateArea_um2 = 0
finish.instance_area_mm2 = 0.00879

[worst_hold_path]
hold_class = "input port to async pin"

[outcome]
status = "finished, violations left"
violations_in_the_final_reports = "setup timing"
## cell families (layout without fill, tap and decap cells)
family                 count (synthesis)  after routing  synth area share (%)
flip-flops                           183            183                  99.9
buffers and inverters                  1            428                0.0818
## path summary, 6_finish.rpt
path                            startpoint                  to  slack (ns)  depth (start not counted)
min in group clk0               myPC_in[5]         myPC_out[5]        0.20                          1
min                                    Rst  signExtend_out[21]        0.18                          3
max                        regRead2_out[5]     regRead2_out[5]       -0.13                          1
max in group asynchronous              Rst   signExtend_out[1]        0.33                          3
## final cells by class
cell class / instances / area [um2]
fillers: 3245 / 22600
flip-flops and latches: 183 / 4580
repair buffers: 395 / 3060
well taps: 402 / 503
clock buffers: 18 / 429
clock inverters: 14 / 209
inverters: 1 / 7.51
## synth_stat cells
| cell | instances | share of area (%) |
|---|---|---|
| sky130_fd_sc_hd__dfrtp_1 | 183 | 100 |
| sky130_fd_sc_hd__inv_1 | 1 | 0.082 |
## report_power, final
part           leakage (nW)  internal [mW]  total [mW]  switching (mW)
sequential             2.13           7.77        7.85          0.0783
combinational          1.61          0.969        1.36           0.390
clock                 0.309           4.26        7.24            2.98
total                  4.05           13.0        16.4            3.45
## layer usage
layer	vias to the layer above	wire (um)
met1	1533	6330
met2	210	8510
li1	1399	-
met5	-	0
met4	0	296
met3	13	2120
## flip-flops by register name, indices dropped and copies added, names as in the netlist, 2 cells and up
register and count:
signExtend_out 32, regRead2_out 32, myPC_out 32, instruction15_11_out 5, regRead1_out 32, instruction20_16_out 5, memSize_out 2, aluControl_out 4
pc_out 32
## worst min-delay path: stages
cell and delay, ns:
sky130_fd_sc_hd__clkdlybuf4s50_1 0.44, sky130_fd_sc_hd__clkinvlp_4 0.13, sky130_fd_sc_hd__buf_12 0.16
## what timing repair did
item	CTS	global route
gates resized	593	0
endpoints found under the hold margin	1	0
hold buffers	1	0
endpoints found under the setup margin	183	183
Power and IR drop assume default switching activity.
