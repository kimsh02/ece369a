<file path="flow/design.v">
`timescale 1ns / 1ps
module EX_MEM_Register(Clk, Rst,
                       memRead_in, memRead_out,
                       memWrite_in, memWrite_out,
                       branch_in, branch_out,
                       regWrite_in, regWrite_out,
                       regRead2_in, regRead2_out,
                       ALUZero_in, ALUZero_out,
                       regDstMux_in, regDstMux_out,
                       memToReg_in, memToReg_out,
                       ALUResult_in, ALUResult_out,
                       memSize_in, memSize_out,
                       myPC_in, myPC_out,
                       pc_in, pc_out);
    input Clk, Rst;
    input memRead_in; output reg memRead_out;
    input memWrite_in; output reg memWrite_out;
    input branch_in; output reg branch_out;
    input regWrite_in; output reg regWrite_out;
    input [31:0] regRead2_in; output reg [31:0] regRead2_out;
    input ALUZero_in; output reg ALUZero_out;
    input [4:0] regDstMux_in; output reg [4:0] regDstMux_out;
    input memToReg_in; output reg memToReg_out;
    input [31:0] ALUResult_in; output reg [31:0] ALUResult_out;
    input [1:0] memSize_in; output reg [1:0] memSize_out;
    input [31:0] myPC_in; output reg [31:0] myPC_out;
    input [31:0] pc_in; output reg [31:0] pc_out;
    always @(posedge Clk or posedge Rst) begin
        if (Rst) begin
            memRead_out <= 0; 
            memWrite_out <= 0;
            branch_out <= 0;
            regWrite_out <= 0;
            regRead2_out <= 0;
            ALUZero_out <= 0;
            regDstMux_out <= 0;
            memToReg_out <= 0;
            ALUResult_out <= 0;
            memSize_out <= 0;
            myPC_out <= 32'bx;
            pc_out <= 0;
        end else begin
            memRead_out <= memRead_in; 
            memWrite_out <= memWrite_in;
            branch_out <= branch_in;
            regWrite_out <= regWrite_in;
            regRead2_out <= regRead2_in;
            ALUZero_out <= ALUZero_in;
            regDstMux_out <= regDstMux_in;
            memToReg_out <= memToReg_in;
            ALUResult_out <= ALUResult_in;
            memSize_out <= memSize_in;
            myPC_out <= myPC_in;
            pc_out <= pc_in;
        end
    end
endmodule
</file>
<file path="flow/run.sh">
#!/bin/bash
# OpenROAD 26Q1-2900-gdf79404cd8, Yosys 0.63+post, stock flow scripts
make -C /OpenROAD-flow-scripts/flow DESIGN_CONFIG=/design/flow/config.mk WORK_HOME=/design/flow/orfs finish
</file>
<file path="flow/constraint.sdc">
current_design EX_MEM_Register

set clk_period 1.0
set clk_io_pct 0.2

create_clock -name clk0 -period $clk_period [get_ports {Clk}]

set non_clock_inputs [all_inputs -no_clocks]
set_input_delay [expr $clk_period * $clk_io_pct] -clock clk0 $non_clock_inputs
set_output_delay [expr $clk_period * $clk_io_pct] -clock clk0 [all_outputs]
</file>
<file path="flow/config.mk">
export PLATFORM = sky130hd
export DESIGN_NAME = EX_MEM_Register
export DESIGN_NICKNAME = EX_MEM_Register
export VERILOG_FILES = /design/flow/design.v
export SDC_FILE = /design/flow/constraint.sdc
export NUM_CORES = 4
export LEC_CHECK = 1
export CORE_UTILIZATION = 30
</file>
==> flow_summary.json <==
{
  "status": "finished with violations",
  "violations": "setup timing",
  "worstPathArrival_ns": 0.90,
  "top_cell_area_share": 0.999,
  "io_pins": 284,
  "synth.mux.area_fraction": 0,
  "cts_tree": "built",
  "grt_pass1_vias": 2686,
  "topCellsByArea": "dfrtp_1, inv_1",
  "relSlewSlack": 0.813,
  "cts_root_buf": "clkbuf_16",
  "num_vias": 2389,
  "critPathLaunchType": "flop",
  "postSynthAreaPerCell_um2": 24.9,
  "post_synth_inst_count": 142,
  "largest_area_cell": "dfrtp_1",
  "drt-initial-drc-count": 87,
  "num_antenna_cells": 0,
  "worst_pin_slew_ns": 0.281,
  "fp.dieW_um": 111,
  "grtUsageTotal": 0.185,
  "synth-seq-cells": 141,
  "leakage_nw": 3.13,
  "top_layer_used": "met4",
  "cts_buffers": 17,
  "drive_gt1_frac": 0.391,
  "simple_gate_share": 0,
  "whs_ns": 0.200,
  "warnings": 28,
  "ys_warn_count": 1,
  "crit_buf_inv": 1,
  "setup_viol": 141,
  "worst_slack_ns": -0.101,
  "endpoint_kind": "output port",
  "area_growth_syn_to_layout_pct": 87.0,
  "crit_fanout": 1,
  "row_count": 39,
  "core-area_um2": 11500,
  "critical_path_class": "reg2out",
  "yosys_area_um2": 3530,
  "gp_congestion": 0.831,
  "aoi_share": 0,
  "critical_path.top_delay_family": "flip-flops",
  "clock-sinks": 141,
  "cellPowerDensity_nw_per_um2": 2060,
  "rsz0062_at_grt": "yes",
  "period_used_share": 1.10,
  "dieArea_um2": 12200,
  "overflow": 0,
  "final_cell_mix": "clkdlybuf4s50_1, dfrtp_1, buf_2",
  "dp.final_hpwl_um": 7830,
  "comb_cells": 0,
  "worstPathRequired_ns": 0.80,
  "htreeDepth": 4,
  "wl_met1_um": 3640,
  "port-buffer-count": 283,
  "wl_met3_um": 1220,
  "drtPass1Iterations": 2,
  "grt_max_degree": 53,
  "synthDistinctLibCells": 2,
  "finalMaxSlewViolations": 0,
  "antenna_found_initial": 0,
  "design_area_um2": 6610,
  "adder_share": 0,
  "postPlaceCellArea_um2": 6680,
  "path_cells": "buf_2",
  "postCtsSetupRepairBufs": 0,
  "cp_slowest_cell": "dfrtp_1",
  "ys_top_logic_family": "buffers and inverters",
  "drc": 0,
  "dr_wl_met2_um": 5380,
  "final_antenna_net_count": 0,
  "grt_pass1_wl_um": 16000,
  "cap_violations": 0,
  "synth-xor-area-share": 0,
  "worst_hold_path_type": "in2async",
  "cts.path.max_buffers": 2,
  "die_height_um": 111,
  "clk_pin_slew_ns": 0.06,
  "hold_viol_final": 0,
  "fp_util": 0.308,
  "yosysSeqAreaShare": 0.999,
  "slowest_delay_ns": 0.37,
  "synth_area_um2": 3530,
  "layout.cells.most_common": "clkdlybuf4s50_1",
  "ys_cells": 142,
  "routed_via_density": 3.92,
  "finalWirelength_um": 10400,
  "ir_drop_uv": 1630,
  "max_freq_mhz": 908,
  "period_minus_slack_ns": 1.10,
  "wl_per_cell_um": 17.0,
  "comb_area_um2": 0
}
-- cells by family after synthesis --
group / count (synthesis)
buf+inv: 1
flops: 141
-- power breakdown --
group / leakage [nW] / internal [W] / total [W] / switching [W]
combinational: 1.18 / 0.000711 / 0.000966 / 0.000256
clock: 0.309 / 0.00436 / 0.00660 / 0.00224
sequential: 1.64 / 0.00599 / 0.00606 / 0.0000666
total: 3.13 / 0.0111 / 0.0136 / 0.00257
-- flip-flops by register name, indices dropped and copies added (netlist names) --
signal,cells
memWrite_out,1
memSize_out,2
ALUResult_out,32
regRead2_out,32
myPC_out,32
branch_out,1
pc_out,32
ALUZero_out,1
memToReg_out,1
memRead_out,1
regWrite_out,1
regDstMux_out,5
-- cell usage after synthesis, drive strengths merged --
| cell type | count |
|---|---|
| dfrtp | 141 |
| inv | 1 |
-- how the worst max path moves through the flow --
stage / end / cells past startpoint / start
finish: ALUResult_out[23] / 1 / ALUResult_out[23]$_DFF_PP0_
global route: ALUResult_out[25] / 1 / ALUResult_out[25]$_DFF_PP0_
CTS: ALUResult_out[23] / 1 / ALUResult_out[23]$_DFF_PP0_
-- metal layers --
metal | vias up | GRT usage
met5 | - | 0
met4 | 0 | 0.0284
met3 | 8 | 0.0918
met2 | 168 | 0.298
met1 | 1152 | 0.239
li1 | 1061 | -
-- layout make-up --
type,count,area (um^2)
Fill cell,899,4860
Clock buffer,21,470
Timing Repair Buffer,292,2260
Inverter,1,7.51
Sequential cell,141,3530
Clock inverter,11,164
Tap cell,143,179
-- stage by stage --
step | setup slack (ns) | utilization | total power [W] | TNS [ns] | cells
floorplan | -0.963 | - | 0.00618 | -135.80 | 142
global placement | -0.0402 | 0.582 | 0.00744 | -0.174 | 577
detailed placement | -0.0324 | 0.582 | 0.00744 | -0.145 | 577
CTS | -0.128 | 0.576 | 0.0138 | -14.08 | 609
global route | -0.148 | 0.576 | 0.0142 | -16.76 | 609
finish | -0.101 | 0.576 | 0.0136 | -9.98 | 609
-- repair_timing --
item                                    4_1_cts  5_1_grt
gates resized                               448        0
hold buffers                                  0        0
endpoints found under the hold margin         0        0
endpoints found under the setup margin      141      141
gates cloned                                  0        0
Power figures rest on the tool's default switching activity, not on a simulated workload.
