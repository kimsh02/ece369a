[/design/flow/design.v]
module ClkDiv(Clk, Rst, ClkOut);
   input Clk, Rst;
   output reg ClkOut;
  parameter DivVal = 50000000;  
   reg [25:0] DivCnt;
   reg ClkInt;
   always @(posedge Clk) begin
      if( Rst == 1 )begin
         DivCnt <= 0;
         ClkOut <= 0;
         ClkInt <= 0;
      end
      else begin
         if( DivCnt == DivVal ) begin
            	ClkOut <= ~ClkInt;
            	ClkInt <= ~ClkInt;
            	DivCnt <= 0;
         end
         else begin
            	ClkOut <= ClkInt;
            	ClkInt <= ClkInt;
            	DivCnt <= DivCnt + 1;
         end
      end
   end
endmodule
`timescale 1ns / 1ps
module InstructionFetchUnit(Reset, Clk, Instruction, PCResult);
    input Clk, Reset;
    output wire [31:0] Instruction;
    output wire [31:0] PCResult;
    wire [31:0] PCAddResult;
    PCAdder pcadder(PCResult, PCAddResult);
    ProgramCounter pc(PCAddResult, PCResult, Reset, Clk);
    InstructionMemory mem(PCResult, Instruction);
endmodule
`timescale 1ns / 1ps
module InstructionMemory(Address, Instruction); 
    input [31:0] Address;         
    output reg [31:0] Instruction;     
    reg [31:0] instrMem [127:0];
    integer i;
    initial begin
        for (i = 0; i < 128; i = i + 1) begin
            instrMem[i] = i * 3;
        end
    end
    always @(*) begin
        Instruction <= instrMem[Address[8:2]];
    end
endmodule
`timescale 1ns / 1ps
module PCAdder(PCResult, PCAddResult);
    input [31:0] PCResult;
    output [31:0] PCAddResult;
    assign PCAddResult = PCResult + 4;
endmodule
`timescale 1ns / 1ps
module ProgramCounter(Address, PCResult, Reset, Clk);
	input [31:0] Address;
	input Reset, Clk;
	output reg [31:0] PCResult;
    always @(posedge Clk or posedge Reset) begin
        if (Reset) begin
            PCResult <= 0;
        end
        else begin
            PCResult <= Address;
        end
    end
endmodule
`timescale 1ns / 1ps
module SevenSegment(numin, segout);
    input	[3:0] numin;
    output	reg [6:0] segout;     
    always @(numin)
    begin
        case (numin)
                4'b0000: segout <= 7'b0000001;     
                4'b0001: segout <= 7'b1001111;     
                4'b0010: segout <= 7'b0010010;     
                4'b0011: segout <= 7'b0000110;     
                4'b0100: segout <= 7'b1001100;     
                4'b0101: segout <= 7'b0100100;     
                4'b0110: segout <= 7'b0100000;     
                4'b0111: segout <= 7'b0001111;     
                4'b1000: segout <= 7'b0000000;     
                4'b1001: segout <= 7'b0000100;     
                4'b1010: segout <= 7'b0001000;     
                4'b1011: segout <= 7'b1100000;     
                4'b1100: segout <= 7'b0110001;     
                4'b1101: segout <= 7'b1000010;     
                4'b1110: segout <= 7'b0110000;     
                4'b1111: segout <= 7'b0111000;     
                default: segout <= 7'b1111111;   
       endcase
     end
endmodule
`timescale 1ns / 1ps
module Two4DigitDisplay(Clk, NumberA, NumberB, out7, en_out);
    parameter NUM_WIDTH = 16;
    input  Clk;
    input  [NUM_WIDTH - 1:0] NumberA, NumberB;
    output [6:0] out7;  
    output reg [7:0] en_out;
    reg  [3:0] in4;        
    wire [3:0] firstdigitA;
    wire [3:0] seconddigitA;
    wire [3:0] thirddigitA;
    wire [3:0] forthdigitA;
    wire [3:0] firstdigitB;
    wire [3:0] seconddigitB;
    wire [3:0] thirddigitB;
    wire [3:0] forthdigitB;
    SevenSegment m1(in4, out7);
    reg  [19:0] cnt = 19'd0;
    always @(posedge Clk) begin
        cnt <= cnt + 1;
    end
    assign firstdigitA = NumberA[3:0];
    assign seconddigitA = NumberA[7:4];
    assign thirddigitA = NumberA[11:8];
    assign forthdigitA = NumberA[15:12];
    assign firstdigitB = NumberB[3:0];
    assign seconddigitB = NumberB[7:4];
    assign thirddigitB = NumberB[11:8];
    assign forthdigitB = NumberB[15:12];
    always @(cnt) begin
        case(cnt[19:17])   
            3'b000: begin en_out <= 8'b11111110; in4 <= firstdigitA; end
            3'b001: begin en_out <= 8'b11111101; in4 <= seconddigitA; end
            3'b010: begin en_out <= 8'b11111011; in4 <= thirddigitA; end
            3'b011: begin en_out <= 8'b11110111; in4 <= forthdigitA; end
            3'b100: begin en_out <= 8'b11101111; in4 <= firstdigitB; end
            3'b101: begin en_out <= 8'b11011111; in4 <= seconddigitB; end
            3'b110: begin en_out <= 8'b10111111; in4 <= thirddigitB; end
            3'b111: begin en_out <= 8'b01111111; in4 <= forthdigitB; end
            default: begin en_out <= 8'b11111111; in4 <= 4'b1111; end 
        endcase
     end
endmodule
`timescale 1ns / 1ps
module top(Clk, Reset, out7, en_out);
    input Clk, Reset;
    output wire [6:0] out7;
    output wire [7:0] en_out;
    wire [15:0] dummy1;
    wire [15:0] dummy2;
    wire [15:0] instr;
    wire [15:0] pcresult;
    wire slowClk;
    Two4DigitDisplay two(Clk, instr, pcresult, out7, en_out);
    InstructionFetchUnit ifu(Reset, slowClk, {dummy1, instr}, {dummy2, pcresult});
    ClkDiv clkdiv(Clk, Reset, slowClk);
endmodule
[/design/flow/run.sh]
#!/bin/bash
# OpenROAD 26Q1-2900-gdf79404cd8, Yosys 0.63+post, stock flow scripts
make -C /OpenROAD-flow-scripts/flow DESIGN_CONFIG=/design/flow/config.mk WORK_HOME=/design/flow/orfs finish
[/design/flow/config.mk]
export PLATFORM = sky130hd
export DESIGN_NAME = top
export DESIGN_NICKNAME = top
export VERILOG_FILES = /design/flow/design.v
export SDC_FILE = /design/flow/constraint.sdc
export NUM_CORES = 4
export LEC_CHECK = 1
export CORE_UTILIZATION = 30
export SYNTH_MEMORY_MAX_BITS = 65536
[/design/flow/constraint.sdc]
current_design top

set clk_period 3.0
set clk_io_pct 0.2

create_clock -name clk0 -period $clk_period [get_ports {Clk}]

set non_clock_inputs [all_inputs -no_clocks]
set_input_delay [expr $clk_period * $clk_io_pct] -clock clk0 $non_clock_inputs
set_output_delay [expr $clk_period * $clk_io_pct] -clock clk0 [all_outputs]
==> run_results.csv <==
group,metric,value,unit
placement,placed_area,0.003628,mm²
placement,post-dp-hpwl,4206,µm
logic_synthesis,synth_cells,360,
floorplanning,die_w,105.9,µm
placement,place.gp.congestion,0.9168,
power_and_ir_drop,vdd_drop_max,150.6,µV
detailed_routing,drt_iter0_markers,134,
status,outcome,"finished with violations",
grt,grt_overflow,0,
logic_synthesis,synth_area,0.003241,mm²
clocking,cts_tree,"yes",
setup_path,worstPathArrival,2.47,ns
detailed_routing,vias,2533,
setup_path,cp_num_buf_inv,5,
detailed_routing,wl_per_cell,11.42,µm
floorplanning,core_area,0.01042,mm²
floorplanning,io_pins,17,
clocking,cts_buffers,5,
grt,grtUsageTotal,0.1181,
detailed_routing,dr.pass1.iters,4,
detailed_routing,drtAntennaViolNets,0,
power_and_ir_drop,p_leak,1.545,nW
placement,portBuffers,16,
clocking,insertion_delay,0.29,ns
setup_path,path_cells,"buf_6, or3b_4, a21oi_2, and3b_1, o31a_1, buf_6, buf_6, ha_4, buf_6, mux2i_1, o22ai_1, buf_2",
final_timing,hold_viol,0,
final_timing,slew_headroom,0.5482,
final_timing,unclocked_pins,14,
detailed_routing,antenna-diode-count,0,
logic_synthesis,synthTopCellsByArea,"dfxtp_1 (29%), dfrtp_1 (11%), xnor2_1 (10%), ha_1 (5.4%), nor2_1 (5.2%)",
logic_synthesis,ff_type,"dfxtp_1",
finish,final_cells,541,
setup_path,end_kind,"output port",
final_timing,finalCriticalPeriod,3.071,ns
setup_path,crit_top_cell,"buf_6",
run,warnings,35,
finish,drive_gt1_frac,0.2123,
clocking,cts_buffer_depth,2,
final_timing,timing.fmax,0.3256,GHz
logic_synthesis,yosys_area,0.003241,mm²
grt,grt_pass1_vias,2411,
logic_synthesis,synthTopCellsByCount,"dfxtp_1 (47), nor2_1 (45), xnor2_1 (37)",
floorplanning,chipArea,0.01122,mm²
grt,grt_pass1_wl,11020,µm
finish,fillers,1011,
logic_synthesis,synth.distinct_cells,52,
logic_synthesis,yosysTopAreaCellShare,0.2903,
final_timing,setup_slack,-0.07079,ns
final_timing,rsz0062_at_grt,"yes",
detailed_routing,drcViolationCount,0,
worst_hold_path,hp-class,"flip-flop to flip-flop",
logic_synthesis,ys.flops,61,
logic_synthesis,async_flop_share,0.2295,
finish,layout.area.seq,0.001297,mm²
setup_path,path_class,"flip-flop to output port",
clocking,cts.htree.levels,2,
setup_path,reg2regPathDepth,6,
setup_path,crit_cells,12,
placement,post-place-ws,-0.02257,ns
floorplanning,rows,37,
power_and_ir_drop,p_total,0.001085,W
logic_synthesis,synth-edff-count,0,
setup_path,critPathMaxFanout,5,
final_timing,finalClockPeriodUsage,1.024,
detailed_routing,vias_per_cell,4.682,
status,violations,"setup timing",
final_timing,tightest_slew,0.6714,ns
final_timing,unconstrained_endpoints,14,
final_timing,hold_slack,0.4307,ns
worst_hold_path,holdPathStages,1,
placement,dp.cells,515,
power_and_ir_drop,p_per_area,268.7,mW/mm²
setup_path,required,2.40,ns
detailed_routing,drt_wl_total,6177,µm
clocking,cts_root_buffer,"clkbuf_8",
logic_synthesis,avgSynthCellArea,9.002,µm²
finish,syn2layout_area_growth,24.59,%
logic_synthesis,yosys_warnings,5,
logic_synthesis,yosysTopAreaCell,"dfxtp_1",
logic_synthesis,ys_cells,360,
final_timing,slew_violations,0,
setup_path,path_delay_family,"buffers and inverters",
finish,design_area,0.004038,mm²
run,maxCapViolations,0,
setup_path,start_kind,"flip-flop",
logic_synthesis,top_cell,"dfxtp_1",
grt,grt_max_degree,27,
grt,antenna_found_initial,0,
floorplanning,fp.dieH,105.9,µm
final_timing,fin_worst_skew,0.004604,ns
finish,combGateArea,0.001948,mm²
clocking,path_clk_slew,0.08,ns
logic_synthesis,synth_seq_share,0.3985,
final_timing,setup_viol,4,
clocking,hold_buffers,0,
floorplanning,initCoreUtil,0.3111,
setup_path,slowest_stage,"or3b_4",
setup_path,crit_path_max_incr_delay,0.38,ns
-- registers in the layout (all words and copies together), names as in the netlist --
name / count
clkdiv.DivCnt: 26
two.cnt: 20
ifu.pc.PCResult: 14
clkdiv.ClkOut: 1
-- repair_timing --
| item | in CTS | in global routing |
|---|---|---|
| gates resized | 43 | 20 |
| pin swaps | 12 | 10 |
| setup endpoints to repair | 7 | 7 |
| buffers inserted | 9 | 10 |
| endpoints found under the hold margin | 0 | 0 |
-- logic make-up after synthesis --
logic type,after synthesis,share of synthesized area
buffers and inverters,33,0.04633
adders and majority gates,14,0.05405
DFF,61,0.3985
muxes,12,0.04208
and+or+nand+nor,156,0.2405
xor gates and xnor gates,55,0.1486
AOI/OAI and AO/OA,29,0.06989
-- worst reg2reg max path, stage by stage, from the launching register on --
cell and delay [ns]:
dfxtp_1 0.42, nand4_1 0.25, or2_2 0.38, nor4_1 0.52, nand3_1 0.17, xor2_1 0.16, nor2_1 0.05
-- cell type report --
class | instances | share of cell area
Clock buffer | 6 | 0.01797
Clock inverter | 1 | 0.007437
Inverter | 20 | 0.01921
Multi-Input combinational cell | 266 | 0.4825
Sequential cell | 61 | 0.3214
Tap cell | 136 | 0.04214
Timing Repair Buffer | 51 | 0.1094
-- layout by cell type, fill, tap and decap left out, drive strengths merged, types with 6 or more instances in the layout --
cell	count
xor2	18
ha	14
nand3	27
dfxtp	47
nor4	8
and3	14
dfrtp	14
buf	39
inv	20
nand2	31
nor2	45
clkbuf	8
mux2i	8
a21oi	6
clkdlybuf4s50	9
xnor2	37
-- where the power goes --
group	switching, W	internal, W
clock	0.000191	0.000244
sequential	0.00000416	0.000625
combinational	0.0000135	0.00000637
-- stage by stage --
stage / TNS [ns] / util
detailed placement: -0.03156 / 0.3483
global placement: -0.007334 / 0.3483
CTS: -0.2957 / 0.3762
floorplan: 0 / -
global route: -0.9070 / 0.3876
finish: -0.2240 / 0.3876
-- metal layers --
layer | wire length (µm) | up-vias | track usage
met5 | 0 | - | 0
met4 | 125 | 0 | 0.02679
met3 | 164 | 10 | 0.01313
met2 | 2674 | 39 | 0.1853
met1 | 3213 | 1180 | 0.1784
li1 | - | 1304 | -
-- final timing paths --
| path | from | endpoint | slack, ns |
|---|---|---|---|
| max reg2reg | clkdiv.DivCnt[6] | clkdiv.DivCnt[25] | 0.94 |
| min | two.cnt[0] | two.cnt[0] | 0.43 |
| max | two.cnt[18] | out7[0] | -0.07 |
| min reg2reg | two.cnt[0] | two.cnt[0] | 0.43 |
Power is estimated from default activity; no workload was simulated.
